==> ./run.sh <==
#!/bin/bash
# OpenROAD 26Q1-2900-gdf79404cd8, Yosys 0.63+post, stock flow scripts
make -C /OpenROAD-flow-scripts/flow DESIGN_CONFIG=/design/flow/config.mk WORK_HOME=/design/flow/orfs finish
==> ./config.mk <==
export PLATFORM = sky130hd
export DESIGN_NAME = iic_driver
export DESIGN_NICKNAME = iic_driver
export VERILOG_FILES = /design/flow/design.v
export SDC_FILE = /design/flow/constraint.sdc
export NUM_CORES = 4
export LEC_CHECK = 1
export CORE_UTILIZATION = 30
==> ./constraint.sdc <==
current_design iic_driver

set clk_period 6.1
set clk_io_pct 0.2

create_clock -name clk0 -period $clk_period [get_ports {clk_in}]

set non_clock_inputs [all_inputs -no_clocks]
set_input_delay [expr $clk_period * $clk_io_pct] -clock clk0 $non_clock_inputs
set_output_delay [expr $clk_period * $clk_io_pct] -clock clk0 [all_outputs]
==> ./design.v <==
`timescale 1ns / 1ps
module iic_driver #
	(
		parameter	CLKIN_MHz = 100,  	 
		parameter 	IIC_KHz = 1000,  	 
		parameter	TIMEOUT_us = 1,		 
		parameter	RESTART_DELAY_us = 0  
	)
	(
	input 				clk_in,
	input 				rst_n,
	input 				sda_in,
	output	reg			sda_out,
	output	reg			sda_en,  	 
	output	reg			scl,	 	 
	input				cmd_en,  	 
	input	[7:0]		addr, 	 	 
	input	[31:0]		cmd,	 	 
	input	[2:0]		cmd_len,	 
	input				wdata_vld, 	 
	input	[7:0]		wdata,		 
	input	[7:0]		rd_len,  	 
	output	reg [7:0]	rdata, 		 
	output	reg			rdata_vld,	 
	output	reg			cmd_done,	 
	output	reg 		opt_err		 
    );
localparam  DATA_POS 	= CLKIN_MHz*1000 / (4*IIC_KHz) - 1,
    		CLK_POS 	= CLKIN_MHz*1000 / (2*IIC_KHz) - 1,
    		DATA_NEG 	= 3*CLKIN_MHz*1000 / (4*IIC_KHz) - 1,
			CLK_NEG 	= CLKIN_MHz*1000 / (IIC_KHz) - 1;
localparam  TIMEOUT = CLKIN_MHz * TIMEOUT_us + CLK_POS;
localparam	RESTART_DELAY = CLKIN_MHz * RESTART_DELAY_us;			
localparam  MAX_WR_LEN = 32;
localparam	IDLE 		= 4'd0,
			START 		= 4'd1,
			WRITE 		= 4'd2,
			WAIT_ASK	= 4'd3,
			DELAY		= 4'd4,
			READ		= 4'd5,
			ASK			= 4'd6,
			STOP		= 4'd7,
			FINISH		= 4'd8,
			ERR			= 4'd9;
localparam  DIR_READ	= 1'b1,
			DIR_WRITE	= 1'b0;
localparam 	OPT_IDLE	= 3'd0,
			ADDR1_DONE 	= 3'd1,
			CMD_DONE	= 3'd2,
			ADDR2_DONE	= 3'd3,
			WDATA_DONE	= 3'd4,
			RDATA_DONE	= 3'd5;
reg			cnt_flag;
reg 		dir_flag;
reg 		cmd_en_z; 
reg [2:0] 	opt_sta = OPT_IDLE;	
reg [2:0] 	opt_sta_z;		
reg [3:0] 	cur_sta = IDLE,nxt_sta = IDLE;
reg [31:0] 	timeout_cnt;
reg [31:0] 	delay_cnt;
reg [3:0] 	bit_cnt;       
reg [31:0] 	clk_cnt;
reg [7:0] 	byte_cnt;
reg [7:0]	byte_len;
reg [31:0]	dly_cnt;
reg [7:0]	wr_len;
reg [7:0] 	wdata_z;
reg [7:0]   wr_mem[MAX_WR_LEN - 1:0];
always@(posedge clk_in or negedge rst_n)
begin
	if(~rst_n)
		clk_cnt <= 0;
	else if(cur_sta == IDLE || clk_cnt == CLK_NEG)
		clk_cnt <= 0;
	else
	begin
		if(cnt_flag)
			clk_cnt <= clk_cnt + 1'b1;
		else
			clk_cnt <= clk_cnt;
	end
end
always@(posedge clk_in or negedge rst_n)
begin
	if(~rst_n)
		timeout_cnt <= 0;
	else
	begin
		if(nxt_sta == WAIT_ASK) 
			timeout_cnt <= timeout_cnt + 1'b1;
		else
			timeout_cnt <= 0;
	end
end
always@(posedge clk_in or negedge rst_n)
begin
	if(~rst_n)
		delay_cnt <= 0;
	else
	begin
		if(nxt_sta == DELAY) 
			delay_cnt <= delay_cnt + 1'b1;
		else
			delay_cnt <= 0;
	end
end
always@(posedge clk_in or negedge rst_n)
begin
	if(~rst_n)
		cnt_flag <= 1'b1;
	else if((nxt_sta == WAIT_ASK) && (clk_cnt >= DATA_NEG))
	begin
		if(timeout_cnt >= TIMEOUT)
			cnt_flag <= 1'b1;
		else if(sda_in == 1'b1)
			cnt_flag <= 1'b0;
		else
			cnt_flag <= 1'b1;
	end
	else if(nxt_sta == DELAY)
	begin
		if(delay_cnt > RESTART_DELAY)
			cnt_flag <= 1'b1;
		else
			cnt_flag <= 1'b0;
	end
	else
	begin
		cnt_flag <= 1'b1;
	end
end
always@(posedge clk_in or negedge rst_n)
begin
	if(~rst_n)
		cmd_en_z <= 8'h0;
	else
		cmd_en_z <= cmd_en;
end
always@(posedge clk_in or negedge rst_n)
begin
	if(~rst_n)
		dir_flag <= 1'h0;
	else if(cmd_en && ~cmd_en_z) 
		dir_flag <= addr[0];
	else
		dir_flag <= dir_flag;
end
always@(posedge clk_in or negedge rst_n)
begin
	if(~rst_n)
		wr_len <= 8'h0;
	else if(wdata_vld && wr_len < MAX_WR_LEN) 
		wr_len <= wr_len + 1'b1;
	else if(nxt_sta == IDLE)
		wr_len <= 8'h0;
	else
		wr_len <= wr_len;
end
integer i;
always@(posedge clk_in or negedge rst_n)
begin
	if(~rst_n)
	begin
		for(i = 0; i < MAX_WR_LEN; i = i+1)
			wr_mem[i] <= 8'h0;
	end
	else if(wdata_vld) 
		wr_mem[wr_len] <= wdata;
	else
		wr_mem[wr_len] <= wr_mem[wr_len];
end
always@(posedge clk_in or negedge rst_n)
begin
	if(~rst_n)
		bit_cnt <= 4'b0;
	else
	begin
		if(nxt_sta == WRITE || nxt_sta == READ)
		begin
			if(clk_cnt == DATA_POS)
				bit_cnt <= bit_cnt + 1'b1;
			else
				bit_cnt <= bit_cnt;
		end
		else
			bit_cnt <= 4'b0;
	end
end
always@(posedge clk_in or negedge rst_n)
begin
	if(~rst_n)
		opt_sta <= OPT_IDLE;
	else if(cur_sta == IDLE)
		opt_sta <= OPT_IDLE;
	else if(opt_sta == OPT_IDLE && cur_sta == WRITE && nxt_sta == WAIT_ASK)  
	begin
		if(cmd_len == 0)  
			opt_sta <= (dir_flag == DIR_READ)?ADDR2_DONE:CMD_DONE;
		else
			opt_sta <= ADDR1_DONE;
	end
	else if(opt_sta == ADDR1_DONE && cur_sta == WRITE && nxt_sta == WAIT_ASK && byte_len == byte_cnt) 
	begin
		if(dir_flag == DIR_WRITE && wr_len == 0)
			opt_sta <= WDATA_DONE;
		else
			opt_sta <= CMD_DONE;
	end
	else if(opt_sta == CMD_DONE && cur_sta == WRITE && nxt_sta == WAIT_ASK && dir_flag == DIR_READ)
		opt_sta <= ADDR2_DONE;
	else if(opt_sta == CMD_DONE && cur_sta == WRITE && nxt_sta == WAIT_ASK && byte_len == byte_cnt)
		opt_sta <= WDATA_DONE;
	else if(opt_sta == ADDR2_DONE && cur_sta == READ && nxt_sta == ASK && byte_len == byte_cnt)
		opt_sta <= RDATA_DONE;
	else
		opt_sta <= opt_sta;
end
always@(posedge clk_in or negedge rst_n)
begin
	if(~rst_n)
		opt_sta_z <= 3'b0;
	else
		opt_sta_z <= opt_sta;
end
always@(posedge clk_in or negedge rst_n)
begin
	if(~rst_n)
		byte_cnt <= 8'b0;
	else if(opt_sta_z != opt_sta)
		byte_cnt <= 8'b0;
	else
	begin
		if((nxt_sta == WRITE || nxt_sta == READ ) && (clk_cnt == CLK_POS) && (bit_cnt == 8))
			byte_cnt <= byte_cnt + 1'b1;
		else
			byte_cnt <= byte_cnt;
	end
end
always@(posedge clk_in or negedge rst_n)
begin
	if(~rst_n)
		byte_len <= 8'b0;
	else if(nxt_sta == START || nxt_sta == STOP)
		byte_len <= 8'd0;
	else if(cur_sta == START && nxt_sta == WRITE)  
		byte_len <= 8'd1;
	else if(opt_sta == ADDR1_DONE && nxt_sta == WAIT_ASK )
		byte_len <= cmd_len;
	else if(opt_sta == CMD_DONE && nxt_sta == WAIT_ASK)
		byte_len <= wr_len;
	else if(opt_sta == ADDR2_DONE && nxt_sta == WAIT_ASK )
		byte_len <= rd_len;
	else
		byte_len <= byte_len;
end
always@(posedge clk_in or negedge rst_n)
begin
	if(~rst_n)
		wdata_z <= 8'b0;
	else if(opt_sta == IDLE)
		wdata_z <= {addr[7:1],DIR_WRITE};
	else if(cur_sta == WAIT_ASK && nxt_sta == START)
		wdata_z <= {addr[7:1],DIR_READ};
	else if(opt_sta == ADDR1_DONE) 
	begin
		case(byte_cnt)
		0:wdata_z <= cmd[7:0];
		1:wdata_z <= cmd[15:8];
		2:wdata_z <= cmd[23:16];
		default:wdata_z <= cmd[31:24];
		endcase
	end
	else if(opt_sta == CMD_DONE && dir_flag == DIR_WRITE)
		wdata_z <= wr_mem[byte_cnt];
	else
		wdata_z <= wdata_z;
end
always@(posedge clk_in or negedge rst_n)
begin
	if(~rst_n)
		scl <= 1'b1;
	else if(nxt_sta == IDLE || (cur_sta == WAIT_ASK && nxt_sta == START))
		scl <= 1'b1;
	else if(nxt_sta == STOP || nxt_sta == DELAY)
	begin
		if(clk_cnt == CLK_POS)
			scl <= 1'b1;
		else
			scl <= scl;
	end
	else
	begin
		if(clk_cnt == CLK_POS)
			scl <= 1'b1;
		else if(clk_cnt == CLK_NEG)
			scl <= 1'b0;
	end
end
always@(posedge clk_in or negedge rst_n)
begin
	if(~rst_n)
	begin
		sda_out <= 1'b1;
	end
	else
	begin
		if(nxt_sta == IDLE)
		begin
			sda_out <= 1'b1;
		end
		else if(nxt_sta == START) 	
		begin
			if(clk_cnt == CLK_POS)
				sda_out <= 1'b0;
			else
				sda_out <= sda_out;
		end
		else if(nxt_sta == WRITE)
		begin
			if(clk_cnt == DATA_POS)
				sda_out <= wdata_z[7- bit_cnt];
			else
				sda_out <= sda_out;
		end
		else if(nxt_sta == DELAY)
		begin
			sda_out <= 1'b1;
		end
		else if(nxt_sta == ASK)
		begin
			if(clk_cnt == DATA_POS)
			begin
				if(byte_len == byte_cnt)
					sda_out <= 1'b1;
				else
					sda_out <= 1'b0;
			end
		end
		else if(nxt_sta == READ || nxt_sta == WAIT_ASK)
		begin
			sda_out <= 1'b1;
		end
		else if(nxt_sta == STOP)
		begin
			if(clk_cnt == DATA_POS)
				sda_out <= 1'b0;
			else if(clk_cnt == CLK_NEG)
				sda_out <= 1'b1;
		end
		else
		begin
			sda_out <= sda_out;
		end
	end
end
always@(posedge clk_in or negedge rst_n)
begin
	if(~rst_n)
	begin
		sda_en <= 1'b1;
	end
	else
	begin
		if(nxt_sta == READ || nxt_sta == WAIT_ASK)
			sda_en <= 1'b0;
		else
			sda_en <= 1'b1;
	end
end
always@(posedge clk_in or negedge rst_n)
begin
	if(~rst_n)
		rdata <= 8'b0;
	else if(nxt_sta == READ)
	begin
		if(clk_cnt == CLK_NEG)
			rdata <= {rdata[6:0],sda_in};
		else
			rdata <= rdata;
	end
	else
		rdata <= 8'b0;
end
always@(posedge clk_in or negedge rst_n)
begin
	if(~rst_n)
		rdata_vld <= 1'b0;
	else if((cur_sta == READ) && (nxt_sta == ASK))
		rdata_vld <= 1'b1;
	else
		rdata_vld <= 1'b0;
end
always@(posedge clk_in or negedge rst_n)
begin
	if(~rst_n)
		cmd_done <= 1'b0;
	else if(cmd_en && !cmd_en_z)
		cmd_done <= 1'b0;
	else if(nxt_sta == FINISH)
		cmd_done <= 1'b1;
	else
		cmd_done <= cmd_done;
end
always@(posedge clk_in or negedge rst_n)
begin
	if(~rst_n)
		opt_err <= 1'b0;
	else if(cmd_en && !cmd_en_z)
		opt_err <= 1'b0;
	else if(timeout_cnt >= TIMEOUT)  
		opt_err <= 1'b1;
	else
		opt_err <= opt_err;
end
always@(posedge clk_in or negedge rst_n)
begin
	if(~rst_n)
		cur_sta <= IDLE;
	else
		cur_sta <= nxt_sta;
end
always@(*)
begin
	case(cur_sta)
		IDLE:
			begin
				if(cmd_en && !cmd_en_z)    
					nxt_sta = START;
			end			
		START: 	if(clk_cnt == CLK_NEG) 	 
					nxt_sta = WRITE;	
		WRITE:	if((clk_cnt == DATA_POS) && (bit_cnt == 8))  
					nxt_sta = WAIT_ASK;
		WAIT_ASK:
			begin
				if(clk_cnt == DATA_POS)  
				begin
					if(timeout_cnt < TIMEOUT)
					begin
						if(opt_sta == CMD_DONE && dir_flag == DIR_READ)
							nxt_sta = DELAY;
						else if(opt_sta == ADDR2_DONE)
							nxt_sta = READ;
						else if(opt_sta == WDATA_DONE)
							nxt_sta = STOP;
						else
							nxt_sta = WRITE;
					end
					else
					nxt_sta = STOP; 
				end
			end
		DELAY:	if(clk_cnt == DATA_POS)  
					nxt_sta = START;
		READ:	if( (clk_cnt == DATA_POS) && (bit_cnt == 8))  
					nxt_sta = ASK;
		ASK:
			begin
				if(clk_cnt == DATA_POS)	 
				begin
					if(opt_sta == RDATA_DONE)
						nxt_sta = STOP;
					else
						nxt_sta = READ;
				end
			end
		STOP:	if(clk_cnt == DATA_POS)  
					nxt_sta = FINISH;	
		FINISH: nxt_sta = IDLE;
		default:nxt_sta = IDLE;
		endcase
end    
endmodule
==> results.txt <==
Item: results of the latest flow run.

- Across the run, the number of max-cap violations was 0.
- The synthesized netlist has a Yosys-reported chip area of 0.0222 mm2.
- The critical path class is reg -> reg.
- The average vias per placed instance is between 5 and 6.
- For the final routed database, the setup TNS stands at 0 ns.
- The maximum root-to-sink buffer count is 3.
- The post-CTS hold buffer count recorded in the log is 0.
- The fraction of met2 tracks used by global routing is 38.3%.
- Per the final report, max-transition violations number 0.
- The area fraction of the dominant cell type after synthesis is between 40% and 50%.
- The async set-or-reset flop fraction in the synthesized netlist is roughly 99%.
- The number of global-route vias before repair came to between 15000 and 20000.
- STA classifies the critical path startpoint as a register.
- On met1, the global router reports a usage of 39.7%.
- The tally of filler cells in the layout is 7309.
- The post-route DRC violation count is 0.
- The share of the core area taken by cells at floorplan is roughly 30%.
- The commonest register cell is sky130_fd_sc_hd__dfrtp_1.
- Global routing consumed, on the met3 layer, between 10 and 15% of the routing resources.
- Looking at the clock tree report, the H-tree level count equals 2.
- Among all stages on the critical path, the maximum delay recorded is 0.59 ns.
- Note that the worst hold path type here is reg -> reg.
- The required time reported for the critical path endpoint is around 6.5 ns.
- The TritonCTS buffer count is 48.
- The count of unclocked register or latch pins is 4.
- Hold analysis shows the worst path with a depth of 2.
- The horizontal die dimension is around 270 um.
- The worst setup slack for register-to-register paths is ~1.8 ns.
- Synthesis produced ~2400 cells.
- The number of setup violations in the final report is 0.
- The run finished with clean final reports.
- The worst clock skew is 0.0269 ns.
- The number of routed nets with antenna violations is 0.
- The OpenROAD warning count is between 40 and 50.
- The wire length of the first global-routing pass is about 140000 um.
- The number of iterations in the first detailed-routing pass is 25.
- The overall overflow remaining after global route is 0.
- The number of gates resized after cts is 0.
- In the Yosys stats the netlist draws on about 88 distinct library cells.
- Setup repair after global routing left no endpoint under its margin.
- The die is 274 um tall.
- STA lists the startpoint of the worst register-to-register path as wr_len[0]$_DFFE_PN0P_.
- The source of the worst hold timing path is wr_mem[0][0]$_DFFE_PN0N_.
- The endpoint identified for the worst register-to-register timing path is wr_mem[25][2]$_DFFE_PN0N_.
- TritonCTS built the clock tree.
- The post-CTS repair timing setup buffer count is 0.
- The fraction of final layout cells with drive strength greater than 1 is roughly 10%.
- The share of the clock period used by the worst path is approximately 70%.
- Looking at the clock tree report, the root buffer type is sky130_fd_sc_hd__clkbuf_16.
- Timing would allow up to approximately 230 MHz.
- The total via count after detailed routing is 20200.
- Hold analysis lists the worst path endpoint as wr_mem[0][0]$_DFFE_PN0N_.
- The clock period could shrink to around 4.3 ns.
- The critical path goes through ha_1 -> and3_1 -> ha_1 -> buf_4 -> a222oi_1 -> nand4_1 -> nand4b_1 -> o311a_1 -> nor2_2 -> buf_4 -> o21ai_0.
- The kind of cell with the highest combined delay along the critical path is simple AND/OR/NAND/NOR gates.
- The count of flip-flops with a built-in enable after synthesis is 0.
- For this sky-water flow run, the detailed-routed wirelength per cell is reported as around 29 um.
- The synthesized flop and latch total is around 420.
- For the worst-skew pair, the clock arrives at the later sink with an insertion delay of 0.60 ns.
- The library cell contributing the largest single delay on the critical path is sky130_fd_sc_hd__nor2_2.
- The maximum fanout count along the critical path is 23.
- The number of warnings issued by yosys is 2.
- By area the synthesized netlist is led by sky130_fd_sc_hd__dfrtp_1, sky130_fd_sc_hd__nand2_1, sky130_fd_sc_hd__o21ai_0, sky130_fd_sc_hd__a22oi_1, sky130_fd_sc_hd__nor2_1.
- The global placement routability congestion is 1.10.
- The number of antenna violations at the first check in global routing is 6.
- As logged by OpenROAD, the buffers inserted on ports number between 70 and 80.
- Data arrives at the worst endpoint at 4.76 ns.
- The worst register-to-register path has a depth of 11.
- The layout overhead on the synthesized area is 18.0%.
- The storage element area is ~0.010 mm2.
- Entering global routing, the biggest net connects 113 pins.
- The final HPWL from detailed placement is 73200 um.
- The total leakage power is between 10 and 15 nW.
- The post-synthesis cell area is 0.0222 mm2.
- For reference, the post-synthesis area per instance comes to around 9.2 um2.
- The yosys cell count is 2422.
- The clock-pin slew on the worst setup and hold paths is about 0.06 ns.
- At the pin with the least slew margin, the transition time is ~1.1 ns.
- The area used by multi-input combinational logic is ~0.011 mm2.
- The type of element capturing the critical path is a register.
- The number of unconstrained endpoints is 9.
- IR analysis of the VDD net gives a maximum drop of approximately 0.19 mV.
- After global routing, the most crowded layer is met1.
- The routed wire length is between 100000 and 150000 um.
- The area of the chip is ~0.075 mm2.
- The max-slew check reports its worst relative slack as 24.9%.
- The overall power after layout is between 10 and 15 mW.
- The core area is approximately 0.073 mm2.
- The hold violation total from the final report is 0.
- The ratio of total power to cell area is 412 mW/mm2.
- Per the synthesis report, the dominant area consumer among library cells is sky130_fd_sc_hd__dfrtp_1.
- The worst path buffer plus inverter count is 2.
- The global routing report lists combined usage of all routing layers as between 20% and 30%.
- The number of DRC violations after detailed-routing iteration 0 is approximately 2100.
- The number of placement rows is ~99.
- During I/O placement, the number of pins put on the boundary was ~80.
==> cell families after synthesis <==
kind of cell,count (synthesis),synth area share (%)
AOI/OAI and AO/OA,655,19.5
muxes,66,3.12
DFF,415,46.8
and+or+nand+nor,931,20.7
latches,4,0.271
xor gates and xnor gates,101,3.99
adders and majority gates,23,1.30
buffers and inverters,227,4.28
==> worst max-delay path by stage <==
stage                      from  cells after the start                   endpoint  slack, ns
4_1_cts   wr_len[0]$_DFFE_PN0P_                     11  wr_mem[25][2]$_DFFE_PN0N_       1.91
5_1_grt   wr_len[0]$_DFFE_PN0P_                     11  wr_mem[19][2]$_DFFE_PN0N_       1.68
6_report  wr_len[0]$_DFFE_PN0P_                     11  wr_mem[25][2]$_DFFE_PN0N_       1.78
==> stage by stage <==
step	utilization (%)	hold slack [ns]	cells	instance area, um2	setup slack [ns]
after global routing	35.8	0.528	3489	26200	1.68
after global placement	33.4	0.466	3399	24400	1.81
after detailed placement	33.4	0.477	3399	24400	1.79
after CTS	35.8	0.493	3489	26200	1.91
after floorplan	-	0.394	2422	22200	2.77
final	35.8	0.488	3491	26200	1.78
==> sequential cells by signal (all words and copies together), names as in the netlist, 3 cells and up <==
signal	flops
cur_sta	4
wr_mem	256
nxt_sta	4
byte_cnt	8
opt_sta_z	3
rdata	8
delay_cnt	32
byte_len	8
timeout_cnt	32
opt_sta	3
wdata_z	8
clk_cnt	32
bit_cnt	4
wr_len	8
==> Yosys cell counts, drive strengths merged (21+ instances only) <==
cell / instances
dfrtp: 411
nand2: 379
o21ai: 286
nor2: 189
a22oi: 111
buf: 90
clkbuf: 83
nand3: 63
nand4: 57
xor2: 54
inv: 52
a21oi: 50
mux2i: 50
xnor2: 47
a22o: 41
a221oi: 39
nor3: 38
nor4: 31
and3: 29
ha: 23
nor2b: 21
==> area by class of cell <==
| cell class | instances | area share (%) |
|---|---|---|
| multi-input combinational | 1776 | 41.5 |
| clock inverter | 24 | 1.46 |
| tap | 959 | 4.59 |
| sequential | 419 | 40.0 |
| antenna | 2 | 0.0191 |
| clock buffer | 66 | 5.32 |
| inverter | 54 | 0.775 |
| timing repair buffer | 191 | 6.38 |
==> layout by cell type, fill, tap and decap left out, types with 9 or more instances in the layout <==
master	count
sky130_fd_sc_hd__bufinv_16	9
sky130_fd_sc_hd__o21ai_1	76
sky130_fd_sc_hd__a22o_1	41
sky130_fd_sc_hd__mux2_2	15
sky130_fd_sc_hd__nand3_1	63
sky130_fd_sc_hd__nor3_1	35
sky130_fd_sc_hd__and4b_1	12
sky130_fd_sc_hd__ha_1	23
sky130_fd_sc_hd__nor2_1	188
sky130_fd_sc_hd__a211oi_1	13
sky130_fd_sc_hd__xnor2_1	47
sky130_fd_sc_hd__a21oi_1	49
sky130_fd_sc_hd__inv_1	52
sky130_fd_sc_hd__buf_4	111
sky130_fd_sc_hd__o22ai_1	9
sky130_fd_sc_hd__mux2i_1	50
sky130_fd_sc_hd__a222oi_1	16
sky130_fd_sc_hd__o31ai_1	9
sky130_fd_sc_hd__a22oi_1	111
sky130_fd_sc_hd__nor2b_1	21
sky130_fd_sc_hd__clkbuf_16	50
sky130_fd_sc_hd__nor4bb_1	13
sky130_fd_sc_hd__nand2_1	379
sky130_fd_sc_hd__nand4_1	56
sky130_fd_sc_hd__xor2_1	54
sky130_fd_sc_hd__nor4_1	25
sky130_fd_sc_hd__and4_1	11
sky130_fd_sc_hd__a221oi_1	38
sky130_fd_sc_hd__a32oi_1	9
sky130_fd_sc_hd__and3_1	29
sky130_fd_sc_hd__clkdlybuf4s50_1	76
sky130_fd_sc_hd__nand2b_1	14
sky130_fd_sc_hd__o21ai_0	209
sky130_fd_sc_hd__or3_1	17
sky130_fd_sc_hd__dfrtp_1	409
sky130_fd_sc_hd__and2_1	16
==> report_power, final <==
group	switching (mW)	internal, mW	leakage (nW)
clock network	1.25	1.99	0.859
registers	0.851	3.41	4.74
logic	2.20	1.09	5.42
total	4.30	6.49	11.0
==> routing by layer <==
metal / part of all wire [%] / vias to the layer above
li1: - / 8940
met4: 5.5 / 10
met1: 42 / 9903
met3: 12 / 285
met2: 41 / 1060
met5: 0.072 / -
==> worst register-to-register path, delay by kind of cell (launching register included) <==
family | cells | cell delay, ns
AND-OR/OR-AND | 3 | 0.94
adder cells (fa/ha/maj) | 2 | 0.68
buffers and inverters | 2 | 0.62
flip-flops | 1 | 0.47
AND/OR/NAND/NOR | 4 | 1.45
Power is estimated from default activity; no workload was simulated.
